[config.mk]
export PLATFORM = sky130hd
export DESIGN_NAME = FIR_MAC8
export DESIGN_NICKNAME = FIR_MAC8
export VERILOG_FILES = /design/flow/design.v
export SDC_FILE = /design/flow/constraint.sdc
export NUM_CORES = 4
export LEC_CHECK = 1
export CORE_UTILIZATION = 50
[constraint.sdc]
current_design FIR_MAC8

set clk_period 68.6
set clk_io_pct 0.2

create_clock -name clk0 -period $clk_period [get_ports {clock}]

set non_clock_inputs [all_inputs -no_clocks]
set_input_delay [expr $clk_period * $clk_io_pct] -clock clk0 $non_clock_inputs
set_output_delay [expr $clk_period * $clk_io_pct] -clock clk0 [all_outputs]
[design.v]
`timescale 1ns/1ps
module FIR_MAC18x36 (
               clock,
               reset,
			   A,   
			   B,     
			   MAC_OUT
		       );
input clock, reset;
input signed  [17:0] A;
input signed  [35:0] B;
output signed [52:0] MAC_OUT;
reg  signed [17:0] rA;
reg  signed [16:0] rBl;
reg  signed [17:0] rBh; 
reg  rBl17;
reg  signed [52:0] MAC_OUT;
reg  signed [35:0] mul_low;
reg  signed [35:0] mul_high;
reg     signed [49:0] MAC_OUT_low0;
reg     signed [34:0] MAC_OUT_high0;
reg signed [31:0] mul_mid;
wire signed [17:0] Bh;
wire signed [16:0] Bl;
reg signed [31:0] mul_mid0, mul_mid1;
assign Bl = B[16:0];
assign Bl17 = B[17];  
assign Bh = B[35:18];
initial
begin
  mul_high = 36'd0;
  MAC_OUT_high0 = 53'd0;
  mul_low = 36'd0;
  MAC_OUT_low0 = 53'd0;
  mul_mid = 32'd0;
  mul_mid0 = 32'd0;
  rA   = 18'd0;
  rBl  = 17'd0;
  rBh  = 18'd0;  
  rBl17 = 1'b0;
end
always @(posedge clock)
begin
  if ( reset )
  begin
    rA   <= 18'd0;
	 rBl  <= 17'd0;
	 rBl17 <= 1'b0;
	 rBh  <= 18'd0;
	 mul_low <= 36'd0;
    MAC_OUT_low0 <= 53'd0;
  end
  else
  begin
    rA   <= A;
	 rBl  <= Bl;
	 rBl17 <= Bl17;
	 rBh  <= Bh;
     mul_low  <= rA * $signed({1'b0,rBl});  
	 MAC_OUT_low0  <= MAC_OUT_low0  + mul_low;
  end
end
always @(posedge clock)
begin
  if ( reset )
  begin
	mul_high <= 36'd0;
    MAC_OUT_high0 <= 58'd0;
  end
  else
  begin
	 mul_high <= rA * rBh;
	 MAC_OUT_high0 <= MAC_OUT_high0 + mul_high;
  end
end
always @(posedge clock)
begin
  if ( reset )
  begin
	 mul_mid <= 32'd0;
	 mul_mid0 <= 32'd0;
  end
  else
  begin
    mul_mid <= mul_mid + ( rBl17 ? rA : 0 );
	mul_mid0 <= mul_mid;
  end
end
wire signed [52:0] p1, p2 ,p3;
assign p1 = (MAC_OUT_high0 << 18) ;  
assign p2 = MAC_OUT_low0;            
assign p3 = mul_mid0 << 17 ;         
always @(posedge clock)
begin
  if ( reset )
  begin
    MAC_OUT <= 53'd0;
  end
  else
  begin
     MAC_OUT <= p1 + p2 + p3;
  end
end
endmodule
`timescale 1ns/1ps
module FIR_MAC8 (
	input      		   clock        ,
	input      		   reset        ,
	input	   		   datain_ready ,   
	input	   [287:0] coefs_in     ,   
	input	   [143:0] datain       ,   
	output reg  [10:0] addr_coefs   ,   
	output reg  [10:0] addr_data    ,   
	output reg  [17:0] dataout      ,   
	output reg 		   dataout_ready    
);
parameter   IDLE        = 3'd0,
			WAIT_MEMORY = 3'd1,
			RUN         = 3'd2,
            TERMINATE   = 3'd3,
			READ_MEMORY = 3'd4,
			WAIT_DATA   = 3'd5;
reg         [ 3:0] state;           										    
reg 	    [10:0] count_samples;   										    
wire signed [52:0] mac_out_0, mac_out_1, mac_out_2, mac_out_3, mac_out_4, mac_out_5, mac_out_6, mac_out_7;                  
reg signed  [52:0] mac_out_0p1, mac_out_2p3, mac_out_4p5, mac_out_6p7;
reg signed  [52:0] mac_out_0i1, mac_out_2i3;
wire signed [52:0] mac_out_final;
wire signed [17:0] data_0, data_1, data_2, data_3, data_4, data_5, data_6, data_7;
wire signed [35:0] coef_0, coef_1, coef_2, coef_3, coef_4, coef_5, coef_6, coef_7;
reg signed  [17:0] round_temp_out;
reg 		[ 5:0] dataout_ready_d;
reg				   rdataout_ready;
reg				   reset_mac     ;
always @(posedge clock)
begin
	if ( reset ) begin
		state <= IDLE;
		addr_coefs     <= 12'd0;
		addr_data      <= 12'd0;
		dataout        <= 17'd0;
		rdataout_ready <= 1'b0 ;
		count_samples  <= 13'd0;
		reset_mac <= 1'b1;
	end
	else begin
		case( state )
			IDLE: begin
				if ( datain_ready ) begin 
					addr_coefs    <= 11'd0;
					addr_data     <= 11'd0;
					count_samples <= 13'd0;
					state         <= WAIT_DATA  ;
				end
			end
			WAIT_DATA: begin
				reset_mac     <= 1'b0;
				state		  <= RUN;
				count_samples  <= count_samples + 1'b1;
				addr_coefs     <= addr_coefs    + 1'b1;   
				addr_data      <= addr_data     + 1'b1;
			end
			RUN: begin
				if ( count_samples == 2047 ) begin 
					rdataout_ready <= 1'b1          ;          
					state          <= TERMINATE     ;
				end 
				else begin
					count_samples  <= count_samples + 1;
					addr_coefs     <= addr_coefs    + 1;   
					addr_data      <= addr_data     + 1;
					state		   <= RUN;
				end
			end
			TERMINATE: begin
				rdataout_ready <= 1'b0;           
				if( dataout_ready_d[5] ) begin
					dataout  <= round_temp_out;
					reset_mac <= 1'b1;
					state    <= IDLE;
				end 
				else
					state    <= TERMINATE;
			end
		endcase
	end
end
assign data_0 = datain[143:126];  
assign data_1 = datain[125:108];
assign data_2 = datain[107:90];
assign data_3 = datain[89:72]; 
assign data_4 = datain[71:54]; 
assign data_5 = datain[53:36];
assign data_6 = datain[35:18];
assign data_7 = datain[17:0];   
assign coef_0 = coefs_in[287:252];
assign coef_1 = coefs_in[251:216];
assign coef_2 = coefs_in[215:180];
assign coef_3 = coefs_in[179:144];
assign coef_4 = coefs_in[143:108];
assign coef_5 = coefs_in[107:72];
assign coef_6 = coefs_in[71:36];
assign coef_7 = coefs_in[35:0];
FIR_MAC18x36 u0_mac (
	.clock	( clock     ),
	.reset	( reset_mac ),
	.A		( data_0    ),   
	.B		( coef_0 	),     
	.MAC_OUT( mac_out_0 )
);
FIR_MAC18x36 u1_mac (
	.clock	( clock     ),
	.reset	( reset_mac ),
	.A		( data_1    ),   
	.B		( coef_1 	),     
	.MAC_OUT( mac_out_1 )
);
FIR_MAC18x36 u2_mac (
	.clock	( clock     ),
	.reset	( reset_mac ),
	.A		( data_2    ),   
	.B		( coef_2 	),     
	.MAC_OUT( mac_out_2 )
);
FIR_MAC18x36 u3_mac (
	.clock	( clock     ),
	.reset	( reset_mac ),
	.A		( data_3    ),   
	.B		( coef_3 	),     
	.MAC_OUT( mac_out_3 )
);
FIR_MAC18x36 u4_mac (
	.clock	( clock     ),
	.reset	( reset_mac ),
	.A		( data_4    ),   
	.B		( coef_4 	),     
	.MAC_OUT( mac_out_4 )
);
FIR_MAC18x36 u5_mac (
	.clock	( clock     ),
	.reset	( reset_mac ),
	.A		( data_5    ),   
	.B		( coef_5 	),     
	.MAC_OUT( mac_out_5 )
);
FIR_MAC18x36 u6_mac (
	.clock	( clock     ),
	.reset	( reset_mac ),
	.A		( data_6    ),   
	.B		( coef_6 	),     
	.MAC_OUT( mac_out_6 )
);
FIR_MAC18x36 u7_mac (
	.clock	( clock     ),
	.reset	( reset_mac ),
	.A		( data_7    ),   
	.B		( coef_7 	),     
	.MAC_OUT( mac_out_7 )
);
always @(posedge clock) begin
	if ( reset ) begin
		mac_out_0p1 <= 0;
		mac_out_2p3 <= 0;
		mac_out_4p5 <= 0;
		mac_out_6p7 <= 0;
	end
	else begin
		mac_out_0p1 <= mac_out_0 + mac_out_1;
		mac_out_2p3 <= mac_out_2 + mac_out_3;
		mac_out_4p5 <= mac_out_4 + mac_out_5;
		mac_out_6p7 <= mac_out_6 + mac_out_7;
	end
end
always @(posedge clock) begin
	if ( reset ) begin
		mac_out_0i1 <= 0;
		mac_out_2i3 <= 0;
	end
	else begin
		mac_out_0i1 <= mac_out_0p1 + mac_out_2p3;
		mac_out_2i3 <= mac_out_4p5 + mac_out_6p7;
	end
end
assign mac_out_final =  mac_out_0i1 + mac_out_2i3;
always @(posedge clock) begin
	if ( reset ) begin
		dataout_ready_d <= 0;
		dataout_ready 	<= 0;
	end
	else begin
		dataout_ready_d[5:0] <= {dataout_ready_d[4:0], rdataout_ready};
		dataout_ready 		 <= dataout_ready_d[5];
	end
end
always @*
begin
  if ( ~mac_out_final[34] )
    round_temp_out = mac_out_final[35+17:35];
  else	
    if ( mac_out_final[34] & ( | mac_out_final[33:0] ) )     
      round_temp_out = mac_out_final[35+17:35] + 1;  
    else
	  round_temp_out = mac_out_final[35+17:35] + mac_out_final[35];  
end
endmodule
[run.sh]
#!/bin/bash
# OpenROAD 26Q1-2900-gdf79404cd8, Yosys 0.63+post, stock flow scripts
make -C /OpenROAD-flow-scripts/flow DESIGN_CONFIG=/design/flow/config.mk WORK_HOME=/design/flow/orfs finish
==> GITHUB_STEP_SUMMARY <==
## PnR job results

| Metric | Value |
|---|---|
| Die Ht | `826 um` |
| Post-layout period usage of the worst path | `22.9%` |
| Final hold violation count | `0` |
| EDFF count, synth | `0` |
| Measured slew at the worst slew-check pin | `951 ps` |
| Crit path largest cell delay | `530 ps` |
| Reg power frac | `41.5%` |
| TritonCTS Buffers | `353` |
| Routed wire length | `875000 um` |
| CTS Buffer Depth | `4` |
| Crit start category | `register` |
| Syn. warnings | `3` |
| Met2 Routed Length | `411000 um` |
| CP top delay family | `buffers and inverters` |
| Mean post-synth cell area | `9.05 um2` |
| Internal power component | `0.00312 W` |
| Outcome | `finished clean` |
| HP Class | `reg -> reg` |
| Fin util | `54.2%` |
| Core Area | `677000 um2` |
| Tmin final | `15680 ps` |
| Top cells by count | `inv_1, fa_1, nand2_1, ha_1, dfxtp_1` |
| Power share of the combinational group | `11.3%` |
| I/O pins | `476` |
| First-pass GRT wire length | `1410000 um` |
| CP Cell Sequence | `clkdlybuf4s50_1` |
| Clk root buf | `clkbuf_16` |
| Met3 WL | `65900 um` |
| Fin Setup TNS | `0 ps` |
| Cts hold-fix bufs | `0` |
| Synth unique cells | `97` |
| Drt first pass iters | `6` |
| Placed insts | `46075` |
| Gr usage total | `28.0%` |
| Area leader share | `31.7%` |
| Slew Limit Fails | `0` |
| Vias/cell | `5.20` |
| Final RePlAce weighted congestion | `0.957` |
| Post-route DRC | `0` |
| Synth Instances | `37557` |
| Lkg Pwr | `183 nW` |
| Ys cells | `37557` |
| Pwr dens | `11.7 nW/um2` |
| Crit end category | `output pin` |
| Switching share of power | `27.4%` |
| Initial DRC Count | `10818` |
| Worst Path Buf+Inv | `1` |
| Worst-path clk slew | `60 ps` |
| Critical Path Fanout Max | `5` |
| Ys flop type | `dfxtp_1` |
| Most frequent cell after synthesis | `inv_1` |
| Tot Pwr | `0.00429 W` |
| Antenna Nets Post-Route | `0` |
| Post-Syn Area | `340000 um2` |
| Worst EP required | `54880 ps` |
| Crit path DAT | `1960 ps` |
| Cell type with the largest total area | `fa_1` |
| Filler cells | `59665` |
| Fin cells | `46732` |
| PortBufs | `475` |
| Ys async rst share | `0%` |
| Initial antenna violation count | `25` |
| Clk sinks | `2998` |
| Highest metal used | `met5` |
| Die Span X | `826 um` |
| Clock tree from TritonCTS | `done` |
| DP HPWL | `685000 um` |
| Die ar. | `683000 um2` |
| Vias | `243083` |
| Registers, synthesis | `2998` |
| Psw | `0.00118 W` |
| Post CTS Setup Buffer Count | `0` |
| Unrepaired setup endpoints after global routing | `no` |
| DR WL/cell | `18.7 um` |
| Largest net degree at the start of global routing | `133` |
| Sequential area share after synthesis | `17.7%` |
| Main area contributors | `fa_1, dfxtp_1, ha_1, inv_1, and2_1` |
| Relative slew slack | `36.5%` |
| Resize count post-CTS | `0` |
| CTS HTree Levels | `5` |
| Max-Cap Viols | `0` |
| WL met1 | `369000 um` |
| Layout Skew | `74.8 ps` |
| Grt ovf | `0` |
| OpenROAD warning count | `37` |
| Fmax | `0.0638 GHz` |
| Clock share of power | `47.2%` |
| Clk latency of the worst-skew pair | `1040 ps` |
| Area grow syn2layout | `7.89%` |
| Peak supply drop | `0.0246 mV` |
| CP max-delay cell | `clkdlybuf4s50_1` |
| Initial core utilization | `50.2%` |
| Crit Path Class | `reg -> out` |
| Yosys synthesis chip area | `340000 um2` |
| Layout cells sized above 1 | `3.30%` |
| Num rows | `302` |
| Vias in the first global route | `253604` |
| Setup violations, final | `0` |
==> logic make-up after synthesis <==
group	after synthesis	synth area share, %
adders and majority gates	8391	42.8
and+or+nand+nor	11798	17.1
muxes	21	0.0659
DFF	2998	17.7
xor gates and xnor gates	1822	4.70
AOI/OAI and AO/OA	4904	9.29
buffers and inverters	7623	8.42
==> stage by stage <==
step | setup slack, ps | instance area, um2 | hold WS [ps]
after global placement | 52270 | 354000 | 419
final | 52920 | 367000 | 434
after floorplan | 53790 | 340000 | 401
after global routing | 52830 | 367000 | 448
after detailed placement | 52210 | 354000 | 425
after CTS | 52810 | 367000 | 430
==> per-layer routing <==
layer	vias up	global-route usage, %
met1	118267	40.2
met4	18	6.91
met5	-	0.0490
met2	6207	43.8
met3	1217	8.32
li1	117374	-
==> cell usage in the layout (no fill, tap or decap), drive strengths merged, types with 72 or more instances in the layout <==
cell / Yosys / layout
o211ai: 79 / 79
nand3: 319 / 319
clkinv: 0 / 96
a21boi: 72 / 72
a21o: 915 / 915
o21a: 244 / 244
xor2: 779 / 779
inv: 6236 / 6262
and2: 2559 / 2559
buf: 13 / 463
o31ai: 107 / 107
or3: 115 / 115
fa: 5383 / 5383
or2: 91 / 91
nor2: 2612 / 2612
nor3: 498 / 498
xnor2: 1043 / 1043
nand2b: 354 / 354
ha: 3008 / 3008
o21ai: 923 / 923
nand4: 150 / 150
clkbuf: 1374 / 455
a21oi: 1444 / 1444
nor2b: 1265 / 1265
o21bai: 239 / 239
a31oi: 158 / 158
a211oi: 183 / 183
nand2: 3405 / 3405
clkdlybuf4s50: 0 / 474
dfxtp: 2998 / 2998
and3: 246 / 246
==> worst paths after layout <==
check | from | end | slack, ps | cells after the start
worst min register to register | u6_mac.mul_mid[17] | u6_mac.mul_mid0[17] | 430 | 1
worst max-delay path | addr_data[7] | addr_data[7] | 52920 | 1
worst max register to register | u6_mac.rA[7] | u6_mac.mul_high[34] | 60790 | 29
worst min-delay path | u6_mac.mul_mid[17] | u6_mac.mul_mid0[17] | 430 | 1
==> power groups by stage <==
| stage | Sequential [W] | Combinational, W | Clock [W] |
|---|---|---|---|
| 4_1_cts | 0.00178 | 0.000492 | 0.00209 |
| 5_1_grt | 0.00179 | 0.000546 | 0.00215 |
| 6_report | 0.00178 | 0.000484 | 0.00203 |
==> cell type report <==
cell class | count | area (um2) | area share [%]
clock buffer | 455 | 9770 | 2.66
sequential | 2998 | 60000 | 16.4
tap | 8968 | 11200 | 3.06
antenna | 11 | 27.5 | 0.00751
timing repair buffer | 937 | 8240 | 2.25
multi-input combinational | 26936 | 251000 | 68.5
clock inverter | 191 | 2730 | 0.744
inverter | 6236 | 23400 | 6.39
No activity file was given, so power comes from the tool's default toggle rates.
