$ cat /design/flow/constraint.sdc
current_design FIR_MAC8_2cycle

set clk_period 4.3
set clk_io_pct 0.2

create_clock -name clk0 -period $clk_period [get_ports {clock}]

set non_clock_inputs [all_inputs -no_clocks]
set_input_delay [expr $clk_period * $clk_io_pct] -clock clk0 $non_clock_inputs
set_output_delay [expr $clk_period * $clk_io_pct] -clock clk0 [all_outputs]
$ cat /design/flow/config.mk
export PLATFORM = sky130hd
export DESIGN_NAME = FIR_MAC8_2cycle
export DESIGN_NICKNAME = FIR_MAC8_2cycle
export VERILOG_FILES = /design/flow/design.v
export SDC_FILE = /design/flow/constraint.sdc
export NUM_CORES = 4
export LEC_CHECK = 1
export CORE_AREA = 10 10 189 189
export DIE_AREA = 0 0 199 199
$ cat /design/flow/run.sh
#!/bin/bash
# OpenROAD 26Q1-2900-gdf79404cd8, Yosys 0.63+post, stock flow scripts
make -C /OpenROAD-flow-scripts/flow DESIGN_CONFIG=/design/flow/config.mk WORK_HOME=/design/flow/orfs finish
$ cat /design/flow/design.v
`timescale 1ns/1ps
module FIR_MAC18x36 (
               clock,
               reset,
			   A,   
			   B,     
			   MAC_OUT
		       );
input clock, reset;
input signed  [17:0] A;
input signed  [35:0] B;
output signed [52:0] MAC_OUT;
reg  signed [17:0] rA;
reg  signed [16:0] rBl;
reg  signed [17:0] rBh; 
reg  rBl17;
reg  signed [52:0] MAC_OUT;
reg  signed [35:0] mul_low;
reg  signed [35:0] mul_high;
reg     signed [49:0] MAC_OUT_low0;
reg     signed [34:0] MAC_OUT_high0;
reg signed [31:0] mul_mid;
wire signed [17:0] Bh;
wire signed [16:0] Bl;
reg signed [31:0] mul_mid0, mul_mid1;
assign Bl = B[16:0];
assign Bl17 = B[17];  
assign Bh = B[35:18];
initial
begin
  mul_high = 36'd0;
  MAC_OUT_high0 = 53'd0;
  mul_low = 36'd0;
  MAC_OUT_low0 = 53'd0;
  mul_mid = 32'd0;
  mul_mid0 = 32'd0;
  rA   = 18'd0;
  rBl  = 17'd0;
  rBh  = 18'd0;  
  rBl17 = 1'b0;
end
always @(posedge clock)
begin
  if ( reset )
  begin
    rA   <= 18'd0;
	 rBl  <= 17'd0;
	 rBl17 <= 1'b0;
	 rBh  <= 18'd0;
	 mul_low <= 36'd0;
    MAC_OUT_low0 <= 53'd0;
  end
  else
  begin
    rA   <= A;
	 rBl  <= Bl;
	 rBl17 <= Bl17;
	 rBh  <= Bh;
     mul_low  <= rA * $signed({1'b0,rBl});  
	 MAC_OUT_low0  <= MAC_OUT_low0  + mul_low;
  end
end
always @(posedge clock)
begin
  if ( reset )
  begin
	mul_high <= 36'd0;
    MAC_OUT_high0 <= 58'd0;
  end
  else
  begin
	 mul_high <= rA * rBh;
	 MAC_OUT_high0 <= MAC_OUT_high0 + mul_high;
  end
end
always @(posedge clock)
begin
  if ( reset )
  begin
	 mul_mid <= 32'd0;
	 mul_mid0 <= 32'd0;
  end
  else
  begin
    mul_mid <= mul_mid + ( rBl17 ? rA : 0 );
	mul_mid0 <= mul_mid;
  end
end
wire signed [52:0] p1, p2 ,p3;
assign p1 = (MAC_OUT_high0 << 18) ;  
assign p2 = MAC_OUT_low0;            
assign p3 = mul_mid0 << 17 ;         
always @(posedge clock)
begin
  if ( reset )
  begin
    MAC_OUT <= 53'd0;
  end
  else
  begin
     MAC_OUT <= p1 + p2 + p3;
  end
end
endmodule
`timescale 1ns/1ps
module FIR_MAC18x36_top (
               clock,
               reset,
			   A,   
			   B,     
			   MAC_OUT
		       );
input clock, reset;
input signed  [17:0] A;
input signed  [35:0] B;
output signed [67:0] MAC_OUT;
reg    signed [67:0] MAC_OUT;
reg    signed [17:0] rA;
reg    signed [35:0] rB;
wire   signed [67:0] mac_out;
FIR_MAC18x36 FIR_MAC18x36_1(
               .clock( clock ),
               .reset( reset ),
			   .A( rA ),   
			   .B( rB ),     
			   .MAC_OUT( mac_out )
		       );
initial
begin
  rA   = 18'd0;
  rB   = 36'd0;
  MAC_OUT = 68'd0; 
end
always @(posedge clock)
begin
  if ( reset )
  begin
     rA   <= 18'd0;
     rB   <= 36'd0;
     MAC_OUT <= 68'd0;
  end
  else
  begin
    rA <= A;
	rB <= B;   
	MAC_OUT  <= mac_out;
  end
end
endmodule
`timescale 1ns/1ps
module FIR_MAC8_2cycle (
	input      		   clock        ,
	input      		   reset        ,
	input	   		   datain_ready ,   
	input	   [287:0] coefs_in     ,   
	input	   [143:0] datain       ,   
	output reg  [10:0] addr_coefs   ,   
	output reg  [10:0] addr_data    ,   
	output reg  [17:0] dataout      ,   
	output reg 		   dataout_ready    
);
parameter   IDLE        = 3'd0,
			WAIT_MEMORY = 3'd1,
			RUN         = 3'd2,
            TERMINATE   = 3'd3,
			READ_MEMORY = 3'd4,
			WAIT_DATA   = 3'd5;
reg         [ 3:0] state;           										    
reg 	    [12:0] count_samples;   										    
wire signed [67:0] mac_out_0, mac_out_1, mac_out_2, mac_out_3, mac_out_4, mac_out_5, mac_out_6, mac_out_7;                  
reg signed  [67:0] mac_out_0p1, mac_out_2p3, mac_out_4p5, mac_out_6p7;
reg signed  [67:0] mac_out_0i1, mac_out_2i3;
wire signed [67:0] mac_out_final;
reg signed [17:0] data_0, data_1, data_2, data_3, data_4, data_5, data_6, data_7;
reg signed [35:0] coef_0, coef_1, coef_2, coef_3, coef_4, coef_5, coef_6, coef_7;
reg signed  [35:0] round_temp_out;
wire signed  [17:0] round_temp_out_18bit;
reg 		[ 11:0] dataout_ready_d;
reg				   rdataout_ready;
reg				   reset_mac     ;
assign round_temp_out_18bit = round_temp_out[17:0];
always @(posedge clock)
begin
	if ( reset ) begin
		state <= IDLE;
		addr_coefs     <= 12'd0;
		addr_data      <= 12'd0;
		dataout        <= 17'd0;
		rdataout_ready <= 1'b0 ;
		count_samples  <= 13'd0;
		mac_out_0p1    <= 68'b0 ;
		mac_out_2p3    <= 68'b0 ;
		mac_out_4p5    <= 68'b0 ;
		mac_out_6p7    <= 68'b0 ;
		mac_out_0i1    <= 68'b0 ;
		mac_out_2i3    <= 68'b0 ;
		data_0 <= 18'd0;
		data_1 <= 18'd0;
		data_2 <= 18'd0;
		data_3 <= 18'd0;
		data_4 <= 18'd0;
		data_5 <= 18'd0;
		data_6 <= 18'd0;
		data_7 <= 18'd0;
		coef_0 <= 36'd0;
		coef_1 <= 36'd0;
		coef_2 <= 36'd0;
		coef_3 <= 36'd0;
		coef_4 <= 36'd0;
		coef_5 <= 36'd0;
		coef_6 <= 36'd0;
		coef_7 <= 36'd0;
		reset_mac <= 1'b1;
	end
	else begin
		case( state )
			IDLE: begin
				if ( datain_ready ) begin 
					reset_mac     <= 1'b0;
					addr_coefs    <= 12'd0;
					addr_data     <= 12'd0;
					dataout       <= 17'd0;
					count_samples <= 13'd0;
					mac_out_0p1    <= 68'b0 ;
					mac_out_2p3    <= 68'b0 ;
					mac_out_4p5    <= 68'b0 ;
					mac_out_6p7    <= 68'b0 ;
					mac_out_0i1    <= 68'b0 ;
					mac_out_2i3    <= 68'b0 ;
					state         <= WAIT_DATA  ;
				end
			end
			WAIT_DATA:
				state <= READ_MEMORY;
			READ_MEMORY:
	        begin
				data_0 <= datain[143:126];  
				data_1 <= datain[125:108];
				data_2 <= datain[107:90];
				data_3 <= datain[89:72]; 
				data_4 <= datain[71:54]; 
				data_5 <= datain[53:36];
				data_6 <= datain[35:18];
				data_7 <= datain[17:0];   
				coef_0 <= coefs_in[287:252];
				coef_1 <= coefs_in[251:216];
				coef_2 <= coefs_in[215:180];
				coef_3 <= coefs_in[179:144];
				coef_4 <= coefs_in[143:108];
				coef_5 <= coefs_in[107:72];
				coef_6 <= coefs_in[71:36];
				coef_7 <= coefs_in[35:0];
				count_samples  <= count_samples + 1;
				addr_coefs     <= addr_coefs    + 1;   
				addr_data      <= addr_data     + 1;
				state <= RUN;
			end
			RUN: begin
				if ( count_samples == 2048 ) begin 
					rdataout_ready <= 1'b1          ;          
					state          <= TERMINATE     ;
				end 
				else begin
					data_0 <= 18'd0;
					data_1 <= 18'd0;
					data_2 <= 18'd0;
					data_3 <= 18'd0;
					data_4 <= 18'd0;
					data_5 <= 18'd0;
					data_6 <= 18'd0;
					data_7 <= 18'd0;
					coef_0 <= 36'd0;
					coef_1 <= 36'd0;
					coef_2 <= 36'd0;
					coef_3 <= 36'd0;
					coef_4 <= 36'd0;
					coef_5 <= 36'd0;
					coef_6 <= 36'd0;
					coef_7 <= 36'd0;
					state		   <= READ_MEMORY;
				end
			end
			TERMINATE: begin
				rdataout_ready <= 1'b0;           
				if( dataout_ready_d[5] ) begin
					dataout  <= round_temp_out;
					reset_mac <= 1'b1;
					state    <= IDLE;
				end 
				else
					state    <= TERMINATE;
			end
		endcase
	end
end
FIR_MAC18x36_top u0_mac (
	.clock	( clock     ),
	.reset	( reset_mac ),
	.A		( data_0    ),   
	.B		( coef_0 	),     
	.MAC_OUT( mac_out_0 )
);
FIR_MAC18x36_top u1_mac (
	.clock	( clock     ),
	.reset	( reset_mac ),
	.A		( data_1    ),   
	.B		( coef_1 	),     
	.MAC_OUT( mac_out_1 )
);
FIR_MAC18x36_top u2_mac (
	.clock	( clock     ),
	.reset	( reset_mac ),
	.A		( data_2    ),   
	.B		( coef_2 	),     
	.MAC_OUT( mac_out_2 )
);
FIR_MAC18x36_top u3_mac (
	.clock	( clock     ),
	.reset	( reset_mac ),
	.A		( data_3    ),   
	.B		( coef_3 	),     
	.MAC_OUT( mac_out_3 )
);
FIR_MAC18x36_top u4_mac (
	.clock	( clock     ),
	.reset	( reset_mac ),
	.A		( data_4    ),   
	.B		( coef_4 	),     
	.MAC_OUT( mac_out_4 )
);
FIR_MAC18x36_top u5_mac (
	.clock	( clock     ),
	.reset	( reset_mac ),
	.A		( data_5    ),   
	.B		( coef_5 	),     
	.MAC_OUT( mac_out_5 )
);
FIR_MAC18x36_top u6_mac (
	.clock	( clock     ),
	.reset	( reset_mac ),
	.A		( data_6    ),   
	.B		( coef_6 	),     
	.MAC_OUT( mac_out_6 )
);
FIR_MAC18x36_top u7_mac (
	.clock	( clock     ),
	.reset	( reset_mac ),
	.A		( data_7    ),   
	.B		( coef_7 	),     
	.MAC_OUT( mac_out_7 )
);
always @(posedge clock) begin
	if ( reset ) begin
		mac_out_0p1 <= 0;
		mac_out_2p3 <= 0;
		mac_out_4p5 <= 0;
		mac_out_6p7 <= 0;
	end
	else begin
		mac_out_0p1 <= mac_out_0 + mac_out_1;
		mac_out_2p3 <= mac_out_2 + mac_out_3;
		mac_out_4p5 <= mac_out_4 + mac_out_5;
		mac_out_6p7 <= mac_out_6 + mac_out_7;
	end
end
always @(posedge clock) begin
	if ( reset ) begin
		mac_out_0i1 <= 0;
		mac_out_2i3 <= 0;
	end
	else begin
		mac_out_0i1 <= mac_out_0p1 + mac_out_2p3;
		mac_out_2i3 <= mac_out_4p5 + mac_out_6p7;
	end
end
assign mac_out_final =  mac_out_0i1 + mac_out_2i3;
always @(posedge clock) begin
	if ( reset ) begin
		dataout_ready_d <= 0;
		dataout_ready 	<= 0;
	end
	else begin
		dataout_ready_d[11:0] <= {dataout_ready_d[10:0], rdataout_ready};
		dataout_ready 		 <= dataout_ready_d[5];
	end
end
always @*
begin
  if ( ~mac_out_final[34] )
    round_temp_out = mac_out_final[35+18:35];
  else	
    if ( mac_out_final[34] & ( | mac_out_final[33:0] ) )     
      round_temp_out = mac_out_final[35+18:35] + 1;  
    else
	  round_temp_out = mac_out_final[35+18:35] + mac_out_final[35];  
end
endmodule
==> Flow_metrics.wiki <==
== Metrics ==
{| class="wikitable"
! Metric !! Value
|-
| Critical path endpoint category || flip-flop
|-
| Synthesized area per cell || 9.23 µm²
|-
| Reg clk slew, reported paths || 0.06 ns
|-
| Cell type group with the largest total delay on the critical path || buffers and inverters
|-
| Tightest Pin Transition || 0.759 ns
|-
| Maximum fanout along the worst path || 27
|-
| Area Growth Syn to Fin || 41.1%
|-
| Post-synth design cell area || 2120 µm²
|-
| Max-cap viol count || 0
|-
| Cell count in the Yosys report || 230
|-
| Count of unresolved DRC violations after routing || 0
|-
| Fraction of registers with async set or reset after synthesis || 0%
|-
| Inserted Clock Buffers || 5
|-
| Main area contributors || sky130_fd_sc_hd__dfxtp_1 45%, sky130_fd_sc_hd__buf_4 6.4%, sky130_fd_sc_hd__xnor2_1 6.2%
|-
| Area of the die || 39600 µm²
|-
| Final max-slew violation count || 0
|-
| Clk ins delay skew pair || 0.28 ns
|-
| Count of H-tree levels built during CTS || 2
|-
| Count of input and output buffers || 25
|-
| Floorplan utilization || 6.73%
|-
| Pin count of the biggest net entering global routing || 30
|-
| Final weighted congestion in routability-driven placement || 0.707
|-
| Number of standard cells after synthesis || 230
|-
| Post-CTS Resized || 0
|-
| Cell with the largest stage delay on the worst path || sky130_fd_sc_hd__clkdlybuf4s50_1
|-
| Yosys reg bits || 48
|-
| Number of cells on the worst reg-to-reg path || 5
|-
| Post-CTS Setup Bufs || 0
|-
| Yosys synthesis chip area || 2120 µm²
|-
| Maximum vdd ir drop || 233 µV
|-
| Number of placement rows || 65
|-
| Routed vias || 1593
|-
| GRT Resource Usage Total || 2.29%
|-
| Die Width || 199 µm
|-
| Antenna Nets Post-Route || 0
|-
| Overflow left after global routing || 0
|-
| Core area || 31600 µm²
|-
| Wire length per cell after detailed routing || 7.25 µm
|-
| Post-Place Cell Area || 2800 µm²
|-
| Vias per cell || 2.42
|-
| Vias in the first global route || 1550
|-
| Fraction of final layout cells sized beyond drive strength 1 || 7.78%
|-
| Outcome || finished, final reports clean
|-
| Final hold viol count || 0
|-
| Number of buffers between clock root and the deepest sink || 2
|-
| Synth cell types || 34
|-
| Ant. Diodes || 0
|-
| Clock root buffer || sky130_fd_sc_hd__clkbuf_16
|-
| Tally of filler cells in the layout || 3616
|-
| Worst Path Class, Setup || in -> reg
|-
| Critical path depth || 6
|-
| Most repeated cell in the gate-level netlist after synthesis || sky130_fd_sc_hd__dfxtp_1
|-
| Count of TritonRoute iterations in the first routing pass || 4
|-
| Delay contributed by the slowest stage of the critical path || 0.57 ns
|-
| Yosys Warn Count || 549
|-
| Global-route wire length before repair || 7620 µm
|-
| Cell type with the largest total area || sky130_fd_sc_hd__dfxtp_1
|-
| Share of the synthesized area in the top cell type || 45.3%
|-
| Leakage || 0.875 nW
|-
| Worst setup skew after layout || 0.00719 ns
|-
| Power density cells || 330 nW/µm²
|-
| Share of the clock period used by the worst path || 53.9%
|-
| Number of warning messages in the logs || 458
|-
| Hold buffers post-CTS || 0
|-
| Nature of the critical path startpoint || input port
|-
| Height of the die || 199 µm
|-
| Synth cell count leaders || 48 x sky130_fd_sc_hd__dfxtp_1, 34 x sky130_fd_sc_hd__nor2_1, 18 x sky130_fd_sc_hd__buf_4
|-
| Post-synth EDFFs || 0
|-
| Final min period || 2.32 ns
|-
| Part of the Yosys area used for sequential elements || 45.3%
|-
| Required @ worst endpoint || 4.52 ns
|-
| HPWL after detailed placement || 3410 µm
|-
| Hold Crit Class || reg -> reg
|-
| TritonCTS clock tree || done
|-
| Aggregate routed wire length || 4780 µm
|-
| Primary flip-flop cell chosen by synthesis mapping || sky130_fd_sc_hd__dfxtp_1
|-
| Achievable Freq || 432 MHz
|-
| Worst max-slew margin expressed relative to the limit || 49.0%
|-
| Unrepaired setup endpoints after global routing || false
|-
| Antenna violations before repair || 0
|-
| Count of pins on the block boundary || 476
|-
| Clock tree sinks || 48
|-
| Hold-critical path depth || 1
|-
| Arrival time worst endpoint || 2.53 ns
|-
| Worst path bufs/invs || 2
|-
| Final setup TNS || 0 ns
|-
| Series of cell instances along the critical path || clkdlybuf4s50_1, mux2i_2, buf_4, nor3_2, or3b_1, a21oi_1
|-
| Finished layout cell area || 3000 µm²
|-
| Endpoints failing setup || 0
|-
| Iter 0 DRT Violations || 80
|}
## sequential cells by signal, summed over array words and instances, names as in the netlist
register and cells:
rdataout_ready 1, state 5, addr_coefs 11, count_samples 13, dataout_ready 1, addr_data 11
dataout_ready_d 6
## layout by cell type (no fill, tap or decap)
cell and instances:
sky130_fd_sc_hd__a21boi_0 1, sky130_fd_sc_hd__a221o_1 1, sky130_fd_sc_hd__nand4_1 6, sky130_fd_sc_hd__dfxtp_1 48
sky130_fd_sc_hd__o21ai_0 6, sky130_fd_sc_hd__inv_6 1, sky130_fd_sc_hd__clkbuf_16 5, sky130_fd_sc_hd__nand2b_1 1
sky130_fd_sc_hd__nor4_1 1, sky130_fd_sc_hd__nor3_2 1, sky130_fd_sc_hd__clkdlybuf4s50_1 25, sky130_fd_sc_hd__nand2_1 12
sky130_fd_sc_hd__inv_1 4, sky130_fd_sc_hd__xor2_1 9, sky130_fd_sc_hd__a21oi_1 7, sky130_fd_sc_hd__xnor2_1 15
sky130_fd_sc_hd__o41ai_1 1, sky130_fd_sc_hd__buf_4 3, sky130_fd_sc_hd__nor2_1 34, sky130_fd_sc_hd__or3b_1 1
sky130_fd_sc_hd__a22oi_1 3, sky130_fd_sc_hd__conb_1 18, sky130_fd_sc_hd__mux2_2 1, sky130_fd_sc_hd__nand3_1 10
sky130_fd_sc_hd__or3_1 4, sky130_fd_sc_hd__nor4b_1 7, sky130_fd_sc_hd__mux2i_2 1, sky130_fd_sc_hd__and3_1 1
sky130_fd_sc_hd__bufinv_16 2, sky130_fd_sc_hd__o21bai_2 1, sky130_fd_sc_hd__nor4_2 5, sky130_fd_sc_hd__mux2i_1 3
sky130_fd_sc_hd__ha_1 4, sky130_fd_sc_hd__nor2b_1 8, sky130_fd_sc_hd__nor3_1 4, sky130_fd_sc_hd__o32ai_1 1
sky130_fd_sc_hd__and4_1 2
## final timing paths
kind                              to          startpoint  slack [ns]
setup reg to reg   count_samples[11]            state[0]        2.70
setup / recovery   count_samples[11]        datain_ready        1.98
hold reg to reg   dataout_ready_d[2]  dataout_ready_d[1]        0.44
hold / removal    dataout_ready_d[2]  dataout_ready_d[1]        0.44
## cell type report
cell class | instances | area (µm²) | share of cell area (%)
clock inverter | 3 | 68.8 | 2.30
tap | 402 | 503 | 16.8
inverter | 4 | 15.0 | 0.501
sequential | 48 | 961 | 32.1
multi-input combinational | 169 | 1050 | 35.1
timing repair buffer | 28 | 273 | 9.10
clock buffer | 5 | 125 | 4.18
## where the power goes
group	internal, mW	switching (mW)	total, mW	leakage (nW)
clock network	0.335	0.167	0.502	0.0944
logic	0.0115	0.0249	0.0364	0.393
registers	0.447	0.00336	0.451	0.387
## routing by layer
layer  up-vias  track usage (%)  wire length [µm]
met5         -                0                 0
met4         0            0.424                62
met3         2            0.447               278
met2        47             3.52              2020
met1       740             3.28              2420
li1        804                -                 -
## logic make-up after synthesis
kind of cell,after synthesis,share of synthesized area [%]
DFF,48,45.3
AOI/OAI and AO/OA,21,6.13
adders and majority gates,4,2.36
buffers and inverters,30,8.60
muxes,5,2.42
xor gates and xnor gates,24,9.90
other,1,0.177
and+or+nand+nor,97,25.2
## through the flow
step	hold WS [ns]	std cells	util, %	power [mW]	setup slack [ns]
final	0.444	659	9.50	0.989	1.98
after global routing	0.464	659	9.50	1.02	1.92
after CTS	0.449	659	9.50	1.01	2.00
after detailed placement	0.431	651	8.88	0.498	1.71
after global placement	0.421	651	8.88	0.498	1.73
after floorplan	0.413	247	-	0.495	2.34
Power figures rest on the tool's default switching activity, not on a simulated workload.
