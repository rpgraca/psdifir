**design/flow/design.v**
```verilog
`timescale 1ns/100ps
module ioports_psd14( clk,     
                reset,   
                load,    
                ready,   
                enout,   
                datain,  
                dataout, 
                in0,     
                in1,    
                in2,    
                in3,    
                in4,    
                in5,    
                in6,    
                in7,    
                out0,    
                out1, 
                out2, 
                out3, 
  			    out4, 
				out5,   
				out6,
				out7,
				out8,   
				out9,   
				outa,
				outb,
				outc,   
				outd,   
				oute,
				outf,     
				addrlr,    
				datalrout,   
				wel,      
				wer,      
				datalin,  
				datarin   
                );
input        clk, reset, load, ready;
output       enout;
input  [7:0] datain;
output [7:0] dataout;
input  [31:0] in0, in1, in2, in3, 
              in4, in5, in6, in7;
output [31:0] out0, out1, out2, out3,
              out4, out5, out6, out7,
              out8, out9, outa, outb,
              outc, outd, oute, outf;
output [13:0] addrlr;
output [35:0] datalrout;
output        wel, wer;
input  [35:0] datalin, datarin;
reg [13:0] addrlr;
reg [35:0] datalrout;
reg        wel, wer;
reg    [5:0]  state;
reg    [31:0] out0, out1, out2, out3,
              out4, out5, out6, out7,
              out8, out9, outa, outb,
              outc, outd, oute, outf;
reg    [7:0]  dataout;
reg    [7:0]  byte3, byte2, byte1;
reg    [3:0]  nibble4;
reg           enout;
reg    [3:0]  address;
reg    [31:0] datatoout;
reg    [35:0] datatoout36;
reg           LR;  
parameter IDLE       = 5'b0,
          WRITECMD   = 5'd1,
          WRITECMD2  = 5'd2,
          WRITECMD3  = 5'd3,
          WRITECMD4  = 5'd4,
          READCMD    = 5'd5,
          READCMD2   = 5'd6,
          READCMD3   = 5'd7,
          READCMD4   = 5'd8,
          READCMD5   = 5'd9,
          READCMD6   = 5'd10,
          READCMD7   = 5'd11,
          READCMD8   = 5'd12,
		  DELAY0     = 5'd13,
		  DELAY1     = 5'd14,
		  DELAY2     = 5'd15,
		  DELAY3     = 5'd16,
		  WRITELR01  = 6'd32,
		  WRITELR02  = 6'd33,
		  WRITELR03  = 6'd34,
		  WRITELR04  = 6'd35,
		  WRITELR05  = 6'd36,
        READLR01   = 6'd37,
        READLR02   = 6'd38,
        READLR03   = 6'd39,
        READLR04   = 6'd40,
        READLR05   = 6'd41,
        READLR06   = 6'd42,
        READLR07   = 6'd43,
        READLR08   = 6'd44,
        READLR09   = 6'd45,
        READLR10   = 6'd46;
parameter RESET      = 3'b001,
          WRITE      = 3'b010,
          READ       = 3'b011,
			 RSTADDR    = 3'b100,
			 WRITELR    = 3'b110,
			 READLR     = 3'b101,
			 XXXXXX     = 3'b111;
always @(posedge clk)
begin
  if ( reset )
  begin
    out0 <= 0;
    out1 <= 0;
    out2 <= 0;
    out3 <= 0;
    out4 <= 0;
    out5 <= 0;
    out6 <= 0;
    out7 <= 0;
    out8 <= 0;
    out9 <= 0;
    outa <= 0;
    outb <= 0;
    outc <= 0;
    outd <= 0;
    oute <= 0;
    outf <= 0;
    enout <= 0;
	byte3 <= 0;
	byte2 <= 0;
	byte1 <= 0;
	state <= 0; 
   addrlr <= 0;
   datalrout <= 36'd0;	
	LR <= 1'b0;
	wel <= 0;
	wer <= 0;
	datatoout36 <= 36'd0;
  end
  else
  begin
    case ( state )
      IDLE :        begin
                      if ( load )
                        case ( datain[6:4] )  
                          RESET : begin       
                                    out0 <= 0;
                                    out1 <= 0;
                                    out2 <= 0;
                                    out3 <= 0;
                                    out4 <= 0;
                                    out5 <= 0;
                                    out6 <= 0;
                                    out7 <= 0;
                                    out8 <= 0;
                                    out9 <= 0;
                                    outa <= 0;
                                    outb <= 0;
                                    outc <= 0;
                                    outd <= 0;
                                    oute <= 0;
                                    outf <= 0;
                                    enout <= 0;
                                    state <= IDLE;
                                  end
                          WRITE : begin    
                                    address <= datain[3:0];  
                                    state <= WRITECMD;
                                  end
                          READ  : begin    
                                    case ( datain[2:0] )
                                      0: datatoout <= in0;
                                      1: datatoout <= in1;
                                      2: datatoout <= in2;
                                      3: datatoout <= in3;
                                      4: datatoout <= in4;
                                      5: datatoout <= in5;
                                      6: datatoout <= in6;
                                      7: datatoout <= in7;
                                    endcase
                                    state <= READCMD;
                                  end
								  RSTADDR:    
								          begin
											   addrlr <= 0;
												state <= IDLE;
											 end
								  WRITELR:    
								          begin
											   nibble4 <= datain[3:0];  
												LR <= datain[7];          
												state <= WRITELR01;
											 end
								  READLR:    
								          begin
											   if ( ~datain[7] )    
												  datatoout36 <= datalin;  
												else
												  datatoout36 <= datarin;
											   state <= READLR01;
											 end
 						  default : state <= IDLE;
                        endcase
                      else
                        state <= IDLE;
                    end
      WRITECMD:     begin
                     if ( load )            
                     begin
                       byte3 <= datain;        
                       state <= WRITECMD2;
                     end
                     else
                     begin
                       state <= WRITECMD;   
                     end
                    end
     WRITECMD2:    begin
                     if ( load )            
                     begin
                       byte2 <= datain;        
                       state <= WRITECMD3;
                     end
                     else
                     begin
                       state <= WRITECMD2;   
                     end
                    end
	WRITECMD3:    begin
                     if ( load )            
                     begin
                       byte1 <= datain;        
                       state <= WRITECMD4;
                     end
                     else
                     begin
                       state <= WRITECMD3;   
                     end
                    end
    WRITECMD4   : begin
                     if ( load )            
                     begin
                       case ( address )
                         0 : out0 <= {byte3, byte2, byte1, datain};
                         1 : out1 <= {byte3, byte2, byte1, datain};
                         2 : out2 <= {byte3, byte2, byte1, datain};
                         3 : out3 <= {byte3, byte2, byte1, datain};
                         4 : out4 <= {byte3, byte2, byte1, datain};
                         5 : out5 <= {byte3, byte2, byte1, datain};
                         6 : out6 <= {byte3, byte2, byte1, datain};
                         7 : out7 <= {byte3, byte2, byte1, datain};
                         8 : out8 <= {byte3, byte2, byte1, datain};
                         9 : out9 <= {byte3, byte2, byte1, datain};
                         10: outa <= {byte3, byte2, byte1, datain};
                         11: outb <= {byte3, byte2, byte1, datain};
                         12: outc <= {byte3, byte2, byte1, datain};
                         13: outd <= {byte3, byte2, byte1, datain};
                         14: oute <= {byte3, byte2, byte1, datain};
                         15: outf <= {byte3, byte2, byte1, datain};
                       endcase
					   if ( address == 15 )
					     state <= DELAY0;   
					   else
                         state <= IDLE;
                     end
                     else
                       state <= WRITECMD4;   
                    end
      DELAY0      : state <= DELAY1;					
      DELAY1      : state <= DELAY2;					
      DELAY2      : state <= DELAY3;					
      DELAY3      : begin
	                  outf <= 0;
	                  state <= IDLE;					
					end
      READCMD     : begin
                      if ( ready )
                      begin
                        dataout <= datatoout[31:24];  
                        enout <= 1;
                        state <= READCMD2;
                      end
                      else
                      begin
                        enout <= 0;
                        state <= READCMD;   
                      end
                    end
      READCMD2    : begin               
                      if ( ready )
                      begin
                        enout <= 1;     
                        state <= READCMD2;
                      end
                      else
                      begin
                        enout <= 0;
                        state <= READCMD3;
                      end
                    end
      READCMD3    : begin
                      if ( ready )
                      begin
                        dataout <= datatoout[23:16];  
                        enout <= 1;
                        state <= READCMD4;
                      end
                      else
                      begin
                        enout <= 0;
                        state <= READCMD3;   
                      end
                    end
      READCMD4    : begin               
                      if ( ready )
                      begin
                        enout <= 1;     
                        state <= READCMD4;
                      end
                      else
                      begin
                        enout <= 0;
                        state <= READCMD5;
                      end
                    end
      READCMD5    : begin
                      if ( ready )
                      begin
                        dataout <= datatoout[15:8];  
                        enout <= 1;
                        state <= READCMD6;
                      end
                      else
                      begin
                        enout <= 0;
                        state <= READCMD5;   
                      end
                    end
      READCMD6    : begin               
                      if ( ready )
                      begin
                        enout <= 1;     
                        state <= READCMD6;
                      end
                      else
                      begin
                        enout <= 0;
                        state <= READCMD7;
                      end
                    end
      READCMD7    : begin
                      if ( ready )
                      begin
                        dataout <= datatoout[7:0];  
                        enout <= 1;
                        state <= READCMD8;
                      end
                      else
                      begin
                        enout <= 0;
                        state <= READCMD7;   
                      end
                    end
      READCMD8    : begin               
                      if ( ready )
                      begin
                        enout <= 1;     
                        state <= READCMD8;
                      end
                      else
                      begin
                        enout <= 0;
                        state <= IDLE;
                      end
                    end
     WRITELR01:    begin
                     if ( load )            
                     begin
                       byte3 <= datain;        
                       state <= WRITELR02;
                     end
                     else
                     begin
                       state <= WRITELR01;   
                     end
                    end	
     WRITELR02:    begin
                     if ( load )            
                     begin
                       byte2 <= datain;        
                       state <= WRITELR03;
                     end
                     else
                     begin
                       state <= WRITELR02;   
                     end
                    end			
     WRITELR03:    begin
                     if ( load )            
                     begin
                       byte1 <= datain;        
                       state <= WRITELR04;
                     end
                     else
                     begin
                       state <= WRITELR03;   
                     end
                    end							  
     WRITELR04:    begin
                     if ( load )            
                     begin
                       datalrout <= {nibble4, byte3, byte2, byte1, datain};  
                       if ( ~LR )
							    wel <= 1'b1;   
							  else
							    wer <= 1'b1;   
							  state <= WRITELR05;
                     end
                     else
                     begin
                       state <= WRITELR04;   
                     end
                    end	
     WRITELR05:    begin
	                  wer <= 1'b0;
							wel <= 1'b0;
							addrlr <= addrlr + 1;
							state <= IDLE;
                    end	
      READLR01     : begin
                      if ( ready )
                      begin
                        dataout <= { {4{datatoout36[35]}}, datatoout36[35:32]};  
                        enout <= 1;
                        state <= READLR02;
                      end
                      else
                      begin
                        enout <= 0;
                        state <= READLR01;   
                      end
                    end
      READLR02    : begin               
                      if ( ready )
                      begin
                        enout <= 1;     
                        state <= READLR02;
                      end
                      else
                      begin
                        enout <= 0;
                        state <= READLR03;
                      end
                    end
      READLR03     : begin
                      if ( ready )
                      begin
                        dataout <= datatoout36[31:24];  
                        enout <= 1;
                        state <= READLR04;
                      end
                      else
                      begin
                        enout <= 0;
                        state <= READLR03;   
                      end
                    end
      READLR04    : begin               
                      if ( ready )
                      begin
                        enout <= 1;     
                        state <= READLR04;
                      end
                      else
                      begin
                        enout <= 0;
                        state <= READLR05;
                      end
                    end
      READLR05     : begin
                      if ( ready )
                      begin
                        dataout <= datatoout36[23:16];  
                        enout <= 1;
                        state <= READLR06;
                      end
                      else
                      begin
                        enout <= 0;
                        state <= READLR05;   
                      end
                    end
      READLR06    : begin               
                      if ( ready )
                      begin
                        enout <= 1;     
                        state <= READLR06;
                      end
                      else
                      begin
                        enout <= 0;
                        state <= READLR07;
                      end
                    end
      READLR07     : begin
                      if ( ready )
                      begin
                        dataout <= datatoout36[15:8];  
                        enout <= 1;
                        state <= READLR08;
                      end
                      else
                      begin
                        enout <= 0;
                        state <= READLR07;   
                      end
                    end
      READLR08    : begin               
                      if ( ready )
                      begin
                        enout <= 1;     
                        state <= READLR08;
                      end
                      else
                      begin
                        enout <= 0;
                        state <= READLR09;
                      end
                    end
      READLR09     : begin
                      if ( ready )
                      begin
                        dataout <= datatoout36[7:0];  
                        enout <= 1;
                        state <= READLR10;
                      end
                      else
                      begin
                        enout <= 0;
                        state <= READLR09;   
                      end
                    end
      READLR10    : begin               
                      if ( ready )
                      begin
                        enout <= 1;     
                        state <= READLR10;
                      end
                      else
                      begin
                        enout <= 0;
                        state <= IDLE;
                      end
                    end
      default     : begin
                      state <= IDLE;
                    end
    endcase
  end
end
endmodule
```
**design/flow/run.sh**
```bash
#!/bin/bash
# OpenROAD 26Q1-2900-gdf79404cd8, Yosys 0.63+post, stock flow scripts
make -C /OpenROAD-flow-scripts/flow DESIGN_CONFIG=/design/flow/config.mk WORK_HOME=/design/flow/orfs finish
```
**design/flow/config.mk**
```make
export PLATFORM = sky130hd
export DESIGN_NAME = ioports_psd14
export DESIGN_NICKNAME = ioports_psd14
export VERILOG_FILES = /design/flow/design.v
export SDC_FILE = /design/flow/constraint.sdc
export NUM_CORES = 4
export LEC_CHECK = 1
export CORE_AREA = 10 10 504 504
export DIE_AREA = 0 0 514 514
```
**design/flow/constraint.sdc**
```tcl
current_design ioports_psd14

set clk_period 9.1
set clk_io_pct 0.2

create_clock -name clk0 -period $clk_period [get_ports {clk}]

set non_clock_inputs [all_inputs -no_clocks]
set_input_delay [expr $clk_period * $clk_io_pct] -clock clk0 $non_clock_inputs
set_output_delay [expr $clk_period * $clk_io_pct] -clock clk0 [all_outputs]
```
==> results.toml <==
# generated from flow reports
[global_routing]
grt-ovfl-total = 0
grt_max_degree = 96
grt-busiest-layer = "met2"
grt_pass1_wl_um = 222000
grt_use_met3 = 0.0393
grt_pass1_vias = 24800
antenna_found_initial = 28
grt.total_usage = 0.122
gr-usage-met1 = 0.136
gr-usage-met2 = 0.217

[clock_network]
htreeDepth = 3
path_clk_slew_ps = 60
clockBufferDepth = 3
cts_root_buffer = "clkbuf_16"
cts.repair.resized = 0
cts_hold_buf = 0
clkSinkCount = 679
insertion_delay_ps = 740
cts_tree = "done"
post_cts_buffers = 0
cts_buffers = 81

[final_timing]
setup_slack_ps = 5090
finalHoldViolCount = 0
fmax_mhz = 249
period_needed_ps = 4010
rsz0062_at_grt = "no"
finalSetupViolCount = 0
setup-tns-final_ps = 0
finClkSkew_ps = 62.0
slew_violations = 0
maxSlewHeadroom = 0.338
worst_slew_pin_slew_ps = 986
fin_crit_sh = 0.441

[pwr]
leakagePower_nw = 14.1
power_density_mw_per_mm2 = 172
peakVddDrop_uv = 147

[floorplan]
fp-utilization = 0.107
std_cell_rows = 181
die-area_mm2 = 0.264
fp.coreArea_mm2 = 0.243
die_w_um = 514
die_h_um = 514
io_pins = 913

[synthesis]
ys_seq_share = 0.542
top_area_frac = 0.486
ys.flop_type = "dfxtp_1"
syn_avg_cell_area_um2 = 10.3
edf_count = 48
ys_types = 76
netlist_top_cells_count = "631 x dfxtp_1, 486 x a22o_1, 289 x nand2_1, 191 x nor2_1, 155 x a21oi_1"
ys_ff = 679
synth-async-reset-ratio = 0
syn_area_mm2 = 0.0260
yosys-stat-area_mm2 = 0.0260
yosysTopAreaCell = "dfxtp_1"
yosysWarnings = 1
ys_cells = 2519
top_cell = "dfxtp_1"
area_leaders = "dfxtp_1 49%, a22o_1 16%, edfxtp_1 5.5%"
synthCells = 2519

[place]
io_buffers = 912
place.gp.congestion = 0.895
dp_hpwl_um = 129000
place_ws_ps = 4270

[route]
dr.pass1.iters = 8
routedWlPerCell_um = 25.2
postRouteAntennaNets = 0
drt_iter0_markers = 2042
vias_per_cell = 3.72
drcViolationCount = 0
via_count = 24800
drt_wl_total_um = 168000

[finish]
drive_gt1_frac = 0.101
area.growth.synth_to_final_pct = 60.7
multiInputGateArea_mm2 = 0.0109
regArea_mm2 = 0.0141
reg.largest.list = "datalrout: 36 flops, datatoout36: 36 flops"
nFillCells = 26600

[setup_path]
required_ps = 9630
cp.arrival_ps = 4540
cp-start-kind = "input pin"
crit_type = "input pin to flop"
endpoint_kind = "flop"
crit_fanout = 21

[run]
log.warning_count = 25
cap_violations = 0

[status]
outcome = "completed"

[min_path]
hp-class = "flop to flop"
-- area by class of cell --
cell class              count  share of cell area
diodes                     15            0.000899
inverters                  17             0.00153
clock buffers             108              0.0547
multi-input cells        1601               0.262
well taps                3202              0.0959
clock inverters            42              0.0134
repair buffers           1002               0.235
flip-flops and latches    679               0.337
-- through the flow --
step / hold slack (ps) / power (W) / utilization / instance area, µm² / instances
floorplan: 417 / 0.00346 / - / 26000 / 2519
global placement: 439 / 0.00384 / 0.160 / 38900 / 6501
detailed placement: 446 / 0.00384 / 0.160 / 38900 / 6501
CTS: 451 / 0.00732 / 0.172 / 41700 / 6651
global route: 461 / 0.00745 / 0.172 / 41700 / 6654
finish: 452 / 0.00720 / 0.172 / 41800 / 6666
-- cells by family (layout without fill, tap and decap cells) --
| group | after synthesis | after routing | synth area share |
|---|---|---|---|
| xor+xnor | 7 | 7 | 0.00236 |
| simple gates | 651 | 651 | 0.111 |
| compound gates | 837 | 837 | 0.251 |
| mux | 105 | 105 | 0.0513 |
| buf+inv | 239 | 1169 | 0.0425 |
| fa+ha+maj | 1 | 1 | 0.000482 |
| flops | 679 | 679 | 0.542 |
| other cells | 0 | 15 | 0 |
-- power by group --
part	leakage (nW)	switching, W	total [W]	internal (W)
clock	1.39	0.00148	0.00344	0.00196
combinational	7.20	0.000440	0.000715	0.000275
sequential	5.51	0.0000209	0.00305	0.00303
-- path summary, 6_finish.rpt --
kind | from | end | slack (ps) | cells after the start
worst min register to register | datatoout36[31] | datatoout36[31] | 450 | 2
worst max-delay path | load | addrlr[6] | 5090 | 6
worst min-delay path | datatoout36[31] | datatoout36[31] | 450 | 2
worst max register to register | state[3] | outa[31] | 5850 | 8
-- layer usage --
| metal | share of wire | vias up |
|---|---|---|
| met4 | 0.051 | 6 |
| met3 | 0.082 | 252 |
| met5 | 0.00029 | - |
| met1 | 0.36 | 12100 |
| li1 | - | 11100 |
| met2 | 0.50 | 1347 |
-- critical path, cell delays in order --
cell     delay [ps]
buf_2           400
nor2b_1         820
a32o_2          420
nand2_1         130
o21ai_1         780
o31ai_1         140
-- cell usage in the layout, fill, tap and decap left out, types with 5 or more instances in the layout --
cell	count
inv_1	12
or4_1	10
a21oi_4	9
clkbuf_8	11
a221oi_1	14
inv_8	5
nor2b_1	15
a22oi_1	33
o21a_1	8
and3_1	9
nand4_1	9
buf_4	92
nor2_1	187
o22ai_1	11
or3_1	9
dfxtp_1	631
edfxtp_1	48
a21oi_1	151
o221ai_1	18
nand2b_1	9
diode_2	15
o221a_2	5
nand2_1	289
o21ai_0	35
bufinv_16	5
nand3_1	60
clkdlybuf4s50_1	906
clkinv_2	9
mux2_2	55
clkbuf_16	83
a21boi_0	6
nor3_1	10
a21o_1	10
mux4_2	17
a22o_1	486
clkbuf_1	13
a211o_1	9
mux2i_1	33
nand3b_1	6
Power is estimated from default activity; no workload was simulated.
