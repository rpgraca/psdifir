### design/flow/constraint.sdc
current_design FIR_MAC4_2cycle

set clk_period 4.7
set clk_io_pct 0.2

create_clock -name clk0 -period $clk_period [get_ports {clock}]

set non_clock_inputs [all_inputs -no_clocks]
set_input_delay [expr $clk_period * $clk_io_pct] -clock clk0 $non_clock_inputs
set_output_delay [expr $clk_period * $clk_io_pct] -clock clk0 [all_outputs]
### design/flow/run.sh
#!/bin/bash
# OpenROAD 26Q1-2900-gdf79404cd8, Yosys 0.63+post, stock flow scripts
make -C /OpenROAD-flow-scripts/flow DESIGN_CONFIG=/design/flow/config.mk WORK_HOME=/design/flow/orfs finish
### design/flow/design.v
`timescale 1ns/1ps
module FIR_MAC18x36 (
               clock,
               reset,
			   A,   
			   B,     
			   MAC_OUT
		       );
input clock, reset;
input signed  [17:0] A;
input signed  [35:0] B;
output signed [52:0] MAC_OUT;
reg  signed [17:0] rA;
reg  signed [16:0] rBl;
reg  signed [17:0] rBh; 
reg  rBl17;
reg  signed [52:0] MAC_OUT;
reg  signed [35:0] mul_low;
reg  signed [35:0] mul_high;
reg     signed [49:0] MAC_OUT_low0;
reg     signed [34:0] MAC_OUT_high0;
reg signed [31:0] mul_mid;
wire signed [17:0] Bh;
wire signed [16:0] Bl;
reg signed [31:0] mul_mid0, mul_mid1;
assign Bl = B[16:0];
assign Bl17 = B[17];  
assign Bh = B[35:18];
initial
begin
  mul_high = 36'd0;
  MAC_OUT_high0 = 53'd0;
  mul_low = 36'd0;
  MAC_OUT_low0 = 53'd0;
  mul_mid = 32'd0;
  mul_mid0 = 32'd0;
  rA   = 18'd0;
  rBl  = 17'd0;
  rBh  = 18'd0;  
  rBl17 = 1'b0;
end
always @(posedge clock)
begin
  if ( reset )
  begin
    rA   <= 18'd0;
	 rBl  <= 17'd0;
	 rBl17 <= 1'b0;
	 rBh  <= 18'd0;
	 mul_low <= 36'd0;
    MAC_OUT_low0 <= 53'd0;
  end
  else
  begin
    rA   <= A;
	 rBl  <= Bl;
	 rBl17 <= Bl17;
	 rBh  <= Bh;
     mul_low  <= rA * $signed({1'b0,rBl});  
	 MAC_OUT_low0  <= MAC_OUT_low0  + mul_low;
  end
end
always @(posedge clock)
begin
  if ( reset )
  begin
	mul_high <= 36'd0;
    MAC_OUT_high0 <= 58'd0;
  end
  else
  begin
	 mul_high <= rA * rBh;
	 MAC_OUT_high0 <= MAC_OUT_high0 + mul_high;
  end
end
always @(posedge clock)
begin
  if ( reset )
  begin
	 mul_mid <= 32'd0;
	 mul_mid0 <= 32'd0;
  end
  else
  begin
    mul_mid <= mul_mid + ( rBl17 ? rA : 0 );
	mul_mid0 <= mul_mid;
  end
end
wire signed [52:0] p1, p2 ,p3;
assign p1 = (MAC_OUT_high0 << 18) ;  
assign p2 = MAC_OUT_low0;            
assign p3 = mul_mid0 << 17 ;         
always @(posedge clock)
begin
  if ( reset )
  begin
    MAC_OUT <= 53'd0;
  end
  else
  begin
     MAC_OUT <= p1 + p2 + p3;
  end
end
endmodule
`timescale 1ns/1ps
module FIR_MAC18x36_top (
               clock,
               reset,
			   A,   
			   B,     
			   MAC_OUT
		       );
input clock, reset;
input signed  [17:0] A;
input signed  [35:0] B;
output signed [67:0] MAC_OUT;
reg    signed [67:0] MAC_OUT;
reg    signed [17:0] rA;
reg    signed [35:0] rB;
wire   signed [67:0] mac_out;
FIR_MAC18x36 FIR_MAC18x36_1(
               .clock( clock ),
               .reset( reset ),
			   .A( rA ),   
			   .B( rB ),     
			   .MAC_OUT( mac_out )
		       );
initial
begin
  rA   = 18'd0;
  rB   = 36'd0;
  MAC_OUT = 68'd0; 
end
always @(posedge clock)
begin
  if ( reset )
  begin
     rA   <= 18'd0;
     rB   <= 36'd0;
     MAC_OUT <= 68'd0;
  end
  else
  begin
    rA <= A;
	rB <= B;   
	MAC_OUT  <= mac_out;
  end
end
endmodule
`timescale 1ns/1ps
module FIR_MAC4_2cycle (
	input      		   clock        ,
	input      		   reset        ,
	input	   		   datain_ready ,   
	input	   [143:0] coefs_in     ,   
	input	    [71:0] datain       ,   
	output reg  [11:0] addr_coefs   ,   
	output reg  [11:0] addr_data    ,   
	output reg  [17:0] dataout      ,   
	output reg 		   dataout_ready    
);
parameter   IDLE        = 3'd0,
			WAIT_MEMORY = 3'd1,
			RUN         = 3'd2,
            TERMINATE   = 3'd3,
			READ_MEMORY = 3'd4,
			WAIT_DATA   = 3'd5;
reg         [ 3:0] state;           										    
reg 	    [12:0] count_samples;   										    
wire signed [67:0] mac_out_0, mac_out_1, mac_out_2, mac_out_3;                  
reg signed  [67:0] mac_out_0p1, mac_out_2p3;
wire signed [67:0] mac_out_final;
reg signed  [17:0] data_0, data_1, data_2, data_3;
reg signed  [35:0] coef_0, coef_1, coef_2, coef_3;
reg signed  [35:0] round_temp_out;
reg 		[ 9:0] dataout_ready_d;
reg				   rdataout_ready;
reg				   reset_mac     ;
always @(posedge clock)
begin
	if ( reset ) begin
		state <= IDLE;
		addr_coefs     <= 12'd0;
		addr_data      <= 12'd0;
		dataout        <= 17'd0;
		rdataout_ready <= 1'b0 ;
		count_samples  <= 13'd0;
		mac_out_0p1    <= 68'b0 ;
		mac_out_2p3    <= 68'b0 ;
		data_0 <= 18'd0;
		data_1 <= 18'd0;
		data_2 <= 18'd0;
		data_3 <= 18'd0;
		coef_0 <= 36'd0;
		coef_1 <= 36'd0;
		coef_2 <= 36'd0;
		coef_3 <= 36'd0;
		reset_mac <= 1'b1;
	end
	else begin
		case( state )
			IDLE: begin
				if ( datain_ready ) begin 
					reset_mac     <= 1'b0;
					addr_coefs    <= 12'd0;
					addr_data     <= 12'd0;
					dataout       <= 17'd0;
					count_samples <= 13'd0;
					mac_out_0p1   <= 1'b0 ;
					mac_out_2p3   <= 1'b0 ;
					state         <= WAIT_DATA  ;
				end
			end
			WAIT_DATA:
				state <= READ_MEMORY;
			READ_MEMORY:
	        begin
			  data_0 <= datain[71:54];  
			  data_1 <= datain[53:36];
			  data_2 <= datain[35:18];
			  data_3 <= datain[17:0];   
			  coef_0 <= coefs_in[143:108];
			  coef_1 <= coefs_in[107:72];
			  coef_2 <= coefs_in[71:36];
			  coef_3 <= coefs_in[35:0];
			  count_samples  <= count_samples + 1;
			  addr_coefs     <= addr_coefs    + 1;   
			  addr_data      <= addr_data     + 1;
			  state <= RUN;
			end
			RUN: begin
				if ( count_samples == 4096 ) begin 
					rdataout_ready <= 1'b1          ;          
					state          <= TERMINATE     ;
				end 
				else begin
					data_0 <= 18'd0;
					data_1 <= 18'd0;
					data_2 <= 18'd0;
					data_3 <= 18'd0;
					coef_0 <= 36'd0;
					coef_1 <= 36'd0;
					coef_2 <= 36'd0;
					coef_3 <= 36'd0;
					state		   <= READ_MEMORY;
				end
			end
			TERMINATE: begin
				rdataout_ready <= 1'b0;           
				if( dataout_ready_d[5] ) begin
					dataout  <= round_temp_out;
					reset_mac <= 1'b1;
					state    <= IDLE;
				end 
				else
					state    <= TERMINATE;
			end
		endcase
	end
end
FIR_MAC18x36_top u0_mac (
	.clock	( clock     ),
	.reset	( reset_mac ),
	.A		( data_0    ),   
	.B		( coef_0 	),     
	.MAC_OUT( mac_out_0 )
);
FIR_MAC18x36_top u1_mac (
	.clock	( clock     ),
	.reset	( reset_mac ),
	.A		( data_1    ),   
	.B		( coef_1 	),     
	.MAC_OUT( mac_out_1 )
);
FIR_MAC18x36_top u2_mac (
	.clock	( clock     ),
	.reset	( reset_mac ),
	.A		( data_2    ),   
	.B		( coef_2 	),     
	.MAC_OUT( mac_out_2 )
);
FIR_MAC18x36_top u3_mac (
	.clock	( clock     ),
	.reset	( reset_mac ),
	.A		( data_3    ),   
	.B		( coef_3 	),     
	.MAC_OUT( mac_out_3 )
);
always @(posedge clock) begin
	if ( reset ) begin
		mac_out_0p1 <= 0;
		mac_out_2p3 <= 0;
	end
	else begin
		mac_out_0p1 <= mac_out_0 + mac_out_1;
		mac_out_2p3 <= mac_out_2 + mac_out_3;
	end
end
assign mac_out_final =  mac_out_0p1 + mac_out_2p3;
always @(posedge clock) begin
	if ( reset ) begin
		dataout_ready_d <= 0;
		dataout_ready 	<= 0;
	end
	else begin
		dataout_ready_d[9:0] <= {dataout_ready_d[8:0], rdataout_ready};
		dataout_ready 		 <= dataout_ready_d[5];
	end
end
always @*
begin
  if ( ~mac_out_final[34] )
    round_temp_out = mac_out_final[35+18:35];
  else	
    if ( mac_out_final[34] & ( | mac_out_final[33:0] ) )     
      round_temp_out = mac_out_final[35+18:35] + 1;  
    else
	  round_temp_out = mac_out_final[35+18:35] + mac_out_final[35];  
end
endmodule
### design/flow/config.mk
export PLATFORM = sky130hd
export DESIGN_NAME = FIR_MAC4_2cycle
export DESIGN_NICKNAME = FIR_MAC4_2cycle
export VERILOG_FILES = /design/flow/design.v
export SDC_FILE = /design/flow/constraint.sdc
export NUM_CORES = 4
export LEC_CHECK = 1
export CORE_AREA = 10 10 132 132
export DIE_AREA = 0 0 142 142
==> impl_metrics.ini <==
; implementation run metrics
[outcome]
status = finished clean

[timing]
skew_ns = 0.00796
final.min_clock_period_ns = 2.46
layout_worst_path_cycle_share_pct = 52.3
max_slew.worst_pin.slew_ns = 0.832
fmax_ghz = 0.407
slew_headroom_pct = 44.0
hold-worst-slack_ns = 0.445
drv_slew = 0
hold_viol = 0
fin_setup_tns_ns = 0
finalSetupViolCount = 0
rsz0062_at_grt = false

[synthesis]
edf_count = 0
syn_avg_cell_area_sq_um = 8.99
numSynthFlops = 50
yosysUniqueCellTypes = 35
synthArstFlopShare_pct = 0
yosysChipArea_sq_um = 2200
ys_seq_share_pct = 45.5
yosys_cells = 245
syn-cell-area_sq_um = 2200
synth_cells = 245
yosys_most_used_dff = dfxtp_1
ys_warn_count = 277

[clocking]
clk_path_buf_depth = 2
h-tree-depth = 2
postCtsSetupBuffers = 0
clkSinkCount = 50
worstSkewPairLatency_ns = 0.29
post_cts_resized = 0
numCtsBuffers = 5
cts_root_buffer = clkbuf_16
cts_tree = done
hold_buffers = 0
clk_pin_slew_ns = 0.06

[critical_path]
r2r_start = state[0]
rr_endpoint = addr_coefs[11]
rr_worst_depth = 5
crit_arrival_ns = 2.62
cp_top_family = buffers and inverters
cp-end-kind = register
crit_required_ns = 4.86
slowest_stage = nor4_1
crit_buf_inv = 2
start_kind = input pin
worst-path-max-fanout = 27
cp_slowest_stage_delay_ns = 0.56
crit_type = in -> reg
rrSetupSlack_ns = 3.00
worstPathCellList = clkdlybuf4s50_1 -> mux2i_2 -> buf_4 -> nor4_1 -> a31o_2 -> a21oi_1

[routing]
met3_length_um = 235
routed_wl_um = 4690
drc = 0
drtIter0Drc = 108
wl_met1_um = 2370
wl_per_cell_um = 10.3
route.top_layer_used = met4
diodes = 0
viasPerCell = 3.72
vias = 1702
dr.pass1.iters = 4
wl_met2_um = 1980
drtAntennaViolNets = 0

[floorplanning]
die_x_um = 142
fp_util_pct = 15.2
die-height_um = 142
io_pins = 262
coreArea_sq_um = 14500
die-area_sq_um = 20200
placementRows = 44

[min_path]
hp-class = reg -> reg
min_to = dataout_ready_d[4]
hp-start = dataout_ready_d[3]
whs_path_depth = 1

[power]
pwr-share-seq_pct = 53.0
power_frac_comb_pct = 3.9
pwr-share-clk_pct = 43.1
p_sw_uw = 177
total_power_uw = 811
powerDensity_nw_per_um2 = 293
sw_frac_of_total_pct = 21.9
max-vdd-ir-drop_mv = 0.140
leakage_nw = 0.872
intPower_uw = 634

[placement]
place.gp.congestion = 0.775
place_hpwl_um = 3360
port_buffers = 27

[finish]
final_util_pct = 19.0
drive_gt1_share_pct = 5.49
synthToLayoutAreaGrowth_pct = 25.5

[global_route]
grt_max_degree = 32
antenna_found_initial = 0
grt_usage_pct = 4.46
grt_pass1_wl_um = 7800
grt_pass1_vias = 1632
overflow = 0

[flow_run]
warnings = 242
max-cap-violations = 0
logic make-up after synthesis:
logic type	Yosys count	share of synthesized area (%)
xor gates and xnor gates	24	9.55
DFF	50	45.5
muxes	4	1.88
other	1	0.170
adders and majority gates	4	2.27
and+or+nand+nor	107	25.3
buffers and inverters	31	8.47
AOI/OAI and AO/OA	24	6.88
worst max-delay path by stage:
stage                 from        endpoint  slack [ns]  depth (start not counted)
CTS           datain_ready  addr_coefs[11]        2.24                          6
finish        datain_ready  addr_coefs[11]        2.24                          6
global route  datain_ready  addr_coefs[11]        2.13                          6
per-stage QoR:
step                std cells  area [sq um]  setup WS (ns)
floorplan                 262          2270           2.67
global placement          449          2620           1.96
detailed placement        449          2620           1.94
CTS                       457          2760           2.24
global route              457          2760           2.13
finish                    457          2760           2.24
layer usage:
metal / vias to the layer above / GRT usage (%)
met5: - / 0
li1: 867 / -
met1: 785 / 6.30
met3: 7 / 0.813
met4: 0 / 0.807
met2: 43 / 7.07
area by class of cell:
| type | count | area (sq um) |
|---|---|---|
| fill | 1595 | 11800 |
| multi-input combinational | 181 | 1090 |
| sequential | 50 | 1000 |
| timing repair buffer | 29 | 285 |
| tap | 184 | 230 |
| clock buffer | 6 | 129 |
| inverter | 5 | 18.8 |
| clock inverter | 2 | 13.8 |
placed cells by master (no fill, tap or decap), drive strengths merged:
cell type and instances:
inv 5, and3 1, nand3 10, buf 2, a21oi 9, or4 2, a22oi 3, a221o 1
o31ai 2, o21bai 1, dfxtp 50, and4 2, nand4 10, a2bb2oi 1, mux2i 3, xnor2 15
clkinv 2, a31oi 1, nor2 34, mux2 1, clkdlybuf4s50 27, or3b 1, conb 18, nor3 5
or2 2, nor4b 8, ha 4, a21boi 1, xor2 9, clkbuf 6, nand2 15, o21ai 4
nor4 5, a31o 1, or3 4, nor2b 8
Yosys cell counts (2+ instances only):
cell type | number | area share (%)
inv_1 | 5 | 0.85
nor3_1 | 5 | 1.1
ha_1 | 4 | 2.3
nand3_1 | 10 | 2.3
mux2i_1 | 3 | 1.4
nor2b_1 | 8 | 2.3
a21oi_1 | 9 | 2.0
clkbuf_1 | 6 | 1.0
o21ai_0 | 4 | 0.91
buf_2 | 2 | 0.45
nor2_1 | 34 | 5.8
xnor2_1 | 15 | 6.0
or2_2 | 2 | 0.57
nor4b_1 | 8 | 3.2
o31ai_1 | 2 | 0.68
nand2_1 | 15 | 2.6
nor4_1 | 5 | 1.4
and4_1 | 2 | 0.80
nand4_1 | 10 | 2.8
buf_4 | 18 | 6.1
a22oi_1 | 3 | 1.0
xor2_1 | 9 | 3.6
or4_1 | 2 | 0.68
dfxtp_1 | 50 | 45
or3_1 | 4 | 1.1
flip-flops by register name, indices dropped and copies added, names as in the netlist:
register	count
addr_coefs	12
addr_data	12
count_samples	13
dataout_ready	1
dataout_ready_d	6
rdataout_ready	1
state	5
power groups by stage:
stage | Clock (mW) | Combinational (mW) | Sequential (mW)
CTS | 0.358 | 0.0331 | 0.429
global route | 0.376 | 0.0366 | 0.430
finish | 0.350 | 0.0318 | 0.430
Power figures rest on the tool's default switching activity, not on a simulated workload.
