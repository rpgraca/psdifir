--- flow/config.mk ---
export PLATFORM = sky130hd
export DESIGN_NAME = FIR_MAC4
export DESIGN_NICKNAME = FIR_MAC4
export VERILOG_FILES = /design/flow/design.v
export SDC_FILE = /design/flow/constraint.sdc
export NUM_CORES = 4
export LEC_CHECK = 1
export CORE_UTILIZATION = 40
--- flow/constraint.sdc ---
current_design FIR_MAC4

set clk_period 27.6
set clk_io_pct 0.2

create_clock -name clk0 -period $clk_period [get_ports {clock}]

set non_clock_inputs [all_inputs -no_clocks]
set_input_delay [expr $clk_period * $clk_io_pct] -clock clk0 $non_clock_inputs
set_output_delay [expr $clk_period * $clk_io_pct] -clock clk0 [all_outputs]
--- flow/design.v ---
`timescale 1ns/1ps
module FIR_MAC18x36 (
               clock,
               reset,
			   A,   
			   B,     
			   MAC_OUT
		       );
input clock, reset;
input signed  [17:0] A;
input signed  [35:0] B;
output signed [52:0] MAC_OUT;
reg  signed [17:0] rA;
reg  signed [16:0] rBl;
reg  signed [17:0] rBh; 
reg  rBl17;
reg  signed [52:0] MAC_OUT;
reg  signed [35:0] mul_low;
reg  signed [35:0] mul_high;
reg     signed [49:0] MAC_OUT_low0;
reg     signed [34:0] MAC_OUT_high0;
reg signed [31:0] mul_mid;
wire signed [17:0] Bh;
wire signed [16:0] Bl;
reg signed [31:0] mul_mid0, mul_mid1;
assign Bl = B[16:0];
assign Bl17 = B[17];  
assign Bh = B[35:18];
initial
begin
  mul_high = 36'd0;
  MAC_OUT_high0 = 53'd0;
  mul_low = 36'd0;
  MAC_OUT_low0 = 53'd0;
  mul_mid = 32'd0;
  mul_mid0 = 32'd0;
  rA   = 18'd0;
  rBl  = 17'd0;
  rBh  = 18'd0;  
  rBl17 = 1'b0;
end
always @(posedge clock)
begin
  if ( reset )
  begin
    rA   <= 18'd0;
	 rBl  <= 17'd0;
	 rBl17 <= 1'b0;
	 rBh  <= 18'd0;
	 mul_low <= 36'd0;
    MAC_OUT_low0 <= 53'd0;
  end
  else
  begin
    rA   <= A;
	 rBl  <= Bl;
	 rBl17 <= Bl17;
	 rBh  <= Bh;
     mul_low  <= rA * $signed({1'b0,rBl});  
	 MAC_OUT_low0  <= MAC_OUT_low0  + mul_low;
  end
end
always @(posedge clock)
begin
  if ( reset )
  begin
	mul_high <= 36'd0;
    MAC_OUT_high0 <= 58'd0;
  end
  else
  begin
	 mul_high <= rA * rBh;
	 MAC_OUT_high0 <= MAC_OUT_high0 + mul_high;
  end
end
always @(posedge clock)
begin
  if ( reset )
  begin
	 mul_mid <= 32'd0;
	 mul_mid0 <= 32'd0;
  end
  else
  begin
    mul_mid <= mul_mid + ( rBl17 ? rA : 0 );
	mul_mid0 <= mul_mid;
  end
end
wire signed [52:0] p1, p2 ,p3;
assign p1 = (MAC_OUT_high0 << 18) ;  
assign p2 = MAC_OUT_low0;            
assign p3 = mul_mid0 << 17 ;         
always @(posedge clock)
begin
  if ( reset )
  begin
    MAC_OUT <= 53'd0;
  end
  else
  begin
     MAC_OUT <= p1 + p2 + p3;
  end
end
endmodule
`timescale 1ns/1ps
module FIR_MAC4 (
	input      		   clock        ,
	input      		   reset        ,
	input	   		   datain_ready ,   
	input	   [143:0] coefs_in     ,   
	input	    [71:0] datain       ,   
	output reg  [11:0] addr_coefs   ,   
	output reg  [11:0] addr_data    ,   
	output reg  [17:0] dataout      ,   
	output reg 		   dataout_ready    
);
parameter   IDLE        = 3'd0,
			WAIT_MEMORY = 3'd1,
			RUN         = 3'd2,
            TERMINATE   = 3'd3,
			READ_MEMORY = 3'd4,
			WAIT_DATA   = 3'd5;
reg         [ 3:0] state;           										    
reg 	    [12:0] count_samples;   										    
wire signed [67:0] mac_out_0, mac_out_1, mac_out_2, mac_out_3;                  
reg signed  [67:0] mac_out_0p1, mac_out_2p3;
wire signed [67:0] mac_out_final;
wire signed [17:0] data_0, data_1, data_2, data_3;
wire signed [35:0] coef_0, coef_1, coef_2, coef_3;
reg signed  [35:0] round_temp_out;
reg 		[ 9:0] dataout_ready_d;
reg				   rdataout_ready;
reg				   reset_mac     ;
always @(posedge clock)
begin
	if ( reset ) begin
		state <= IDLE;
		addr_coefs     <= 12'd0;
		addr_data      <= 12'd0;
		dataout        <= 17'd0;
		rdataout_ready <= 1'b0 ;
		count_samples  <= 13'd0;
		reset_mac <= 1'b1;
	end
	else begin
		case( state )
			IDLE: begin
				if ( datain_ready ) begin 
					addr_coefs    <= 12'd0;
					addr_data     <= 12'd0;
					count_samples <= 13'd0;
					state         <= WAIT_DATA  ;
				end
			end
			WAIT_DATA: begin
				reset_mac     <= 1'b0;
				state		  <= RUN;
				count_samples  <= count_samples + 1;
				addr_coefs     <= addr_coefs    + 1;   
				addr_data      <= addr_data     + 1;
			end
			RUN: begin
				if ( count_samples == 4095 ) begin 
					rdataout_ready <= 1'b1          ;          
					state          <= TERMINATE     ;
				end 
				else begin
					count_samples  <= count_samples + 1;
					addr_coefs     <= addr_coefs    + 1;   
					addr_data      <= addr_data     + 1;
					state		   <= RUN;
				end
			end
			TERMINATE: begin
				rdataout_ready <= 1'b0;           
				if( dataout_ready_d[5] ) begin
					dataout  <= round_temp_out;
					reset_mac <= 1'b1;
					state    <= IDLE;
				end 
				else
					state    <= TERMINATE;
			end
		endcase
	end
end
assign data_0 = datain[71:54];  
assign data_1 = datain[53:36];
assign data_2 = datain[35:18];
assign data_3 = datain[17:0];   
assign coef_0 = coefs_in[143:108];
assign coef_1 = coefs_in[107:72];
assign coef_2 = coefs_in[71:36];
assign coef_3 = coefs_in[35:0];
FIR_MAC18x36 u0_mac (
	.clock	( clock     ),
	.reset	( reset_mac ),
	.A		( data_0    ),   
	.B		( coef_0 	),     
	.MAC_OUT( mac_out_0 )
);
FIR_MAC18x36 u1_mac (
	.clock	( clock     ),
	.reset	( reset_mac ),
	.A		( data_1    ),   
	.B		( coef_1 	),     
	.MAC_OUT( mac_out_1 )
);
FIR_MAC18x36 u2_mac (
	.clock	( clock     ),
	.reset	( reset_mac ),
	.A		( data_2    ),   
	.B		( coef_2 	),     
	.MAC_OUT( mac_out_2 )
);
FIR_MAC18x36 u3_mac (
	.clock	( clock     ),
	.reset	( reset_mac ),
	.A		( data_3    ),   
	.B		( coef_3 	),     
	.MAC_OUT( mac_out_3 )
);
always @(posedge clock) begin
	if ( reset ) begin
		mac_out_0p1 <= 0;
		mac_out_2p3 <= 0;
	end
	else begin
		mac_out_0p1 <= mac_out_0 + mac_out_1;
		mac_out_2p3 <= mac_out_2 + mac_out_3;
	end
end
assign mac_out_final =  mac_out_0p1 + mac_out_2p3;
always @(posedge clock) begin
	if ( reset ) begin
		dataout_ready_d <= 0;
		dataout_ready 	<= 0;
	end
	else begin
		dataout_ready_d[9:0] <= {dataout_ready_d[8:0], rdataout_ready};
		dataout_ready 		 <= dataout_ready_d[5];
	end
end
always @*
begin
  if ( ~mac_out_final[34] )
    round_temp_out = mac_out_final[35+18:35];
  else	
    if ( mac_out_final[34] & ( | mac_out_final[33:0] ) )     
      round_temp_out = mac_out_final[35+18:35] + 1;  
    else
	  round_temp_out = mac_out_final[35+18:35] + mac_out_final[35];  
end
endmodule
--- flow/run.sh ---
#!/bin/bash
# OpenROAD 26Q1-2900-gdf79404cd8, Yosys 0.63+post, stock flow scripts
make -C /OpenROAD-flow-scripts/flow DESIGN_CONFIG=/design/flow/config.mk WORK_HOME=/design/flow/orfs finish
==> ds_physical_params.txt <==
Implementation parameters

Parameter                              Value

Final timing
  Finish-stage setup viols    0
  Setup skew after layout    0.0542 ns
  Transition at the pin with the smallest max-transition slack    1.17 ns
  Final tally of hold violations    0
  Part of the cycle the worst path needs    0.278
  Max transition margin    0.211
  PnR worst setup slack    19.94 ns
  Sum of negative setup slack    0 ns
  Max Clk Rate    0.130 GHz
  Max Transition Viols Final    0
  Final period demand of the worst path    7.66 ns
  RSZ-0062 raised after global routing    false

Floorplan
  Die X-Extent    655 µm
  Core region area    424000 µm²
  Fraction of the core area occupied by cells at floorplan    0.402
  Die footprint    429000 µm²
  Core Rows    239
  Number of top-level pins    262
  Height of the die    655 µm

Min path
  Worst hold-check path type    flip-flop to flip-flop
  Endpoint of the worst hold-timing path    dataout_ready_d[5]
  Cell depth of the worst hold path    1
  Start point of the worst hold path    dataout_ready_d[4]

CTS
  Clock-pin slew reported for the worst setup and hold paths after clock tree synthesis    0.06 ns
  CTS Hold Bufs    0
  Inserted Clock Buffers    184
  Max H-tree Level    4
  Resize count post-CTS    0
  Buffer count from post-CTS setup fixing    0
  TritonCTS Sinks    1482
  Clock tree from TritonCTS    built
  Clock Path Buffers    4
  Root cell of the clock tree    sky130_fd_sc_hd__clkbuf_16
  Clock network latency to the later pin of the worst-skew pair    0.90 ns

Logic synthesis
  Mapped Cells    18900
  Ys flop type    sky130_fd_sc_hd__dfxtp_1
  Chip area in the Yosys report    170000 µm²
  Post-synthesis cell count from yosys    18900
  Number of synthesized flops with an enable pin    0
  Total standard cell area after synthesis    170000 µm²
  Async set-reset flop share out of synthesis    0
  Synth top area share    0.316
  Number of library cell types mapped by synthesis    88
  Largest cells by area after synthesis    sky130_fd_sc_hd__fa_1, sky130_fd_sc_hd__dfxtp_1, sky130_fd_sc_hd__ha_1, sky130_fd_sc_hd__inv_1, sky130_fd_sc_hd__and2_1
  Count of synthesis-stage warnings from yosys    7
  Synthesized area per cell    9.02 µm²
  Sequential cell area fraction in the yosys report    0.174
  Most instantiated library cell after synthesis    sky130_fd_sc_hd__inv_1
  Post-synth top cells    sky130_fd_sc_hd__inv_1, sky130_fd_sc_hd__fa_1, sky130_fd_sc_hd__nand2_1
  Leading area contributor after synthesis    sky130_fd_sc_hd__fa_1
  Register bit count reported by yosys    1482

Global route
  Pin count of the biggest net entering global routing    128
  Vias in the first global route    126000
  Global routing usage summed across all routing layers    0.216
  Busiest grt layer    met2
  Number of antenna violations at the first check in global routing    25
  Global-route track usage on met3    0.0577
  Global-route wire length before repair    696000 µm
  Met2 routing resource usage after global routing    0.335
  Final global-route overflow total    0
  Global-route met1 utilization    0.319

Detailed routing
  Iter 0 DRT Violations    5702
  First drt pass iteration count    16
  Routed wire per std cell    17.3 µm
  Total number of vias    123000
  Post-DRT Antenna Nets    1
  Sum of routed wire length over all layers    426000 µm
  Number of DRC violations after detailed routing    0
  Number of vias per cell    4.98

Setup path
  Sum of buffers and inverters on the critical path    5
  Worst flop-to-flop path endpoint    u2_mac.mul_low[35]
  Required time at the worst-slack endpoint    28.38 ns
  Largest fanout of any net on the critical path    18
  Cell Chain, Critical Path    nand2_1 > inv_1 > fa_1 > fa_1 > inv_1 > fa_1 > inv_1 > fa_1 > inv_1 > fa_1 > inv_1 > ha_1 > a21o_1 > a21o_1 > a21oi_1 > nand2_1 > a21o_1 > a21o_1 > a221oi_1 > o21ai_0 > a31oi_1 > o221ai_1 > nor4bb_1 > or4_1
  Worst-path cell with the longest stage delay    sky130_fd_sc_hd__fa_1
  Endpoint type of the worst setup path    flip-flop
  Category of the critical setup timing path    flip-flop to flip-flop
  Data arrival time of the critical path    8.45 ns
  Critical R2R Launch    u2_mac.rBl[0]
  Cells on worst reg2reg path    24
  Critical path's top delay family    adder cells
  Reg-to-reg setup timing slack    19.94 ns
  Number of cells on the critical path    24
  Element type at the critical path start    flip-flop
  Stage delay of the slowest cell on the critical path    0.93 ns

Cells and area
  Total area of sequential cells    29700 µm²
  Layout cells sized above 1    0.0313
  Post-route cell area    185000 µm²
  Area overhead of the layout relative to synthesis    8.80%
  Fill cell instance count of the final layout    40900
  Area used by multi-input combinational logic    126000 µm²

Place
  Quantity of I/O buffers inserted on ports    261
  Placed cell area    179000 µm²
  Final Wtd Congestion    0.937
  Post-detail-place hpwl    335000 µm
  Worst Setup Slack post-DPL    19.85 ns

Outcome
  Result of the run    finished with violations
  Failing checks    antenna violations

Power
  VDD IR max    0.0533 mV
  Power density relative to cell area    29.2 nW/µm²
  Leakage Power    0.0916 µW

Run
  OpenROAD warnings    51
  Number of maximum-capacitance constraint violations    0
## placed cells by master (no fill, tap or decap), types with 27 or more instances in the layout
cell / count
sky130_fd_sc_hd__a2111oi_0: 31
sky130_fd_sc_hd__a211o_1: 27
sky130_fd_sc_hd__a211oi_1: 95
sky130_fd_sc_hd__a21boi_0: 28
sky130_fd_sc_hd__a21o_1: 501
sky130_fd_sc_hd__a21oi_1: 760
sky130_fd_sc_hd__a31oi_1: 99
sky130_fd_sc_hd__and2_1: 1269
sky130_fd_sc_hd__and3_1: 125
sky130_fd_sc_hd__and4_1: 31
sky130_fd_sc_hd__buf_4: 180
sky130_fd_sc_hd__clkbuf_16: 186
sky130_fd_sc_hd__clkbuf_8: 31
sky130_fd_sc_hd__clkdlybuf4s50_1: 260
sky130_fd_sc_hd__clkinv_2: 34
sky130_fd_sc_hd__dfxtp_1: 1481
sky130_fd_sc_hd__fa_1: 2691
sky130_fd_sc_hd__ha_1: 1480
sky130_fd_sc_hd__inv_1: 3117
sky130_fd_sc_hd__nand2_1: 1733
sky130_fd_sc_hd__nand2b_1: 162
sky130_fd_sc_hd__nand3_1: 167
sky130_fd_sc_hd__nand4_1: 82
sky130_fd_sc_hd__nor2_1: 1254
sky130_fd_sc_hd__nor2b_1: 639
sky130_fd_sc_hd__nor3_1: 220
sky130_fd_sc_hd__o211ai_1: 47
sky130_fd_sc_hd__o21a_1: 122
sky130_fd_sc_hd__o21ai_0: 481
sky130_fd_sc_hd__o21bai_1: 128
sky130_fd_sc_hd__o31ai_1: 48
sky130_fd_sc_hd__or2_2: 34
sky130_fd_sc_hd__or3_1: 56
sky130_fd_sc_hd__xnor2_1: 525
sky130_fd_sc_hd__xor2_1: 391
## stage by stage
step | power, µW | hold WS [ns] | utilization | std cells
6_report | 5410 | 0.440 | 0.437 | 24600
5_1_grt | 5650 | 0.456 | 0.437 | 24600
4_1_cts | 5500 | 0.442 | 0.437 | 24600
3_5_place_dp | 2830 | 0.428 | 0.422 | 24300
3_3_place_gp | 2830 | 0.418 | 0.422 | 24300
2_1_floorplan | 2620 | 0.401 | - | 18900
## layout make-up
cell class / instances / share of cell area
multi-input cells: 13600 / 0.682
flip-flops and latches: 1482 / 0.160
inverters: 3118 / 0.0631
well taps: 5663 / 0.0382
clock buffers: 231 / 0.0277
repair buffers: 443 / 0.0216
clock inverters: 108 / 0.00758
diodes: 12 / 0.000162
## worst max-delay path by stage
stage	startpoint	end	slack, ns
global route	u2_mac.rBl[1]	u2_mac.mul_low[35]	19.45
finish	u2_mac.rBl[0]	u2_mac.mul_low[35]	19.94
CTS	u2_mac.rBl[0]	u2_mac.mul_low[35]	19.98
## layer usage
layer | vias up | part of all wire
met5 | - | 0.00019
li1 | 59300 | -
met2 | 2926 | 0.46
met1 | 59900 | 0.45
met3 | 502 | 0.072
met4 | 12 | 0.024
## sequential cells by signal, summed over array words and instances, names as in the netlist, 36 cells and up
signal	cells
u2_mac.MAC_OUT_low0	50
u1_mac.mul_low	36
u0_mac.MAC_OUT	53
u0_mac.MAC_OUT_low0	50
u2_mac.MAC_OUT	53
mac_out_0p1	53
u1_mac.MAC_OUT_low0	50
u2_mac.mul_low	36
u3_mac.MAC_OUT	53
u3_mac.mul_low	36
u0_mac.mul_low	36
u3_mac.MAC_OUT_low0	50
u1_mac.MAC_OUT	53
mac_out_2p3	53
## power breakdown
| part | total [µW] | internal (µW) | switching (µW) |
|---|---|---|---|
| Sequential | 2200 | 2160 | 41.4 |
| Clock | 2630 | 1560 | 1070 |
| Combinational | 577 | 214 | 363 |
| Total | 5410 | 3930 | 1470 |
## kinds of logic after synthesis
logic type | synth area share
XOR/XNOR | 0.0471
multiplexers | 0.00117
flip-flops | 0.174
buffers and inverters | 0.0844
AND-OR/OR-AND | 0.0984
AND/OR/NAND/NOR | 0.170
adder cells (fa/ha/maj) | 0.425
No activity file was given, so power comes from the tool's default toggle rates.
